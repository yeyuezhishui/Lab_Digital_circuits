==> design.v <==
`timescale 1ns / 1ps
module Modulo_8_counter(cp,clr,m,q,qcc);
    input  cp,clr,m;
    output qcc;
    output [3:0]q;
    reg [3:0]dcba = 4'b0101;
    wire ld = 1;
    four_bit_binary_counter #(.max(4'd9),.min(4'd2), .width(4)) top (.CP(cp),.CLR(clr),.LD(ld),.M(m),.DCBA(dcba),.Q(q),.Qcc(qcc));
endmodule
`timescale 1ns / 1ps
module four_bit_binary_counter#(parameter max = 4'd15, parameter min = 4'd0, parameter width = 4)(CP,CLR,LD,M,DCBA,Q,Qcc);
    input CP,CLR,LD,M;
    input [width-1:0] DCBA;
    output reg [width-1:0] Q;
    output reg Qcc;
    initial begin
        Q = min;
        Qcc = 1;
    end
    always @ (posedge CP or negedge CLR or negedge LD) begin
      if(!CLR) begin
        Q <= min;
        Qcc <= 1;
      end
      else if(!LD) begin
        Q <= DCBA;
        Qcc <= 1;
      end 
      else if(M) begin
        if(Q<max)begin
            Q <= Q+1;
            Qcc <= 1;
        end 
        else begin
            Q <= min;
            Qcc <= 0;
        end
       end
       else if(!M)begin
        if(Q>min)begin
            Q <= Q-1;
            Qcc <= 1;
        end
        else begin
            Q <= max;
            Qcc <= 0;
        end
       end
    end
endmodule
==> run.sh <==
#!/bin/bash
# OpenROAD 26Q1-2900-gdf79404cd8, Yosys 0.63+post, stock flow scripts
make -C /OpenROAD-flow-scripts/flow DESIGN_CONFIG=/design/flow/config.mk WORK_HOME=/design/flow/orfs finish
==> config.mk <==
export PLATFORM = sky130hd
export DESIGN_NAME = Modulo_8_counter
export DESIGN_NICKNAME = Modulo_8_counter
export VERILOG_FILES = /design/flow/design.v
export SDC_FILE = /design/flow/constraint.sdc
export NUM_CORES = 4
export LEC_CHECK = 1
export CORE_AREA = 10 10 70 70
export DIE_AREA = 0 0 80 80
==> constraint.sdc <==
current_design Modulo_8_counter

set clk_period 1.3
set clk_io_pct 0.2

create_clock -name clk0 -period $clk_period [get_ports {cp}]

set non_clock_inputs [all_inputs -no_clocks]
set_input_delay [expr $clk_period * $clk_io_pct] -clock clk0 $non_clock_inputs
set_output_delay [expr $clk_period * $clk_io_pct] -clock clk0 [all_outputs]
==> Table 3: Implementation characteristics <==
Implementation parameters

Parameter                              Value

Status
  Result of the run    finished with violations
  Violated checks    setup timing

GRT
  Via count of the first global-routing pass    330
  Antenna violations before repair    0
  Total global routing track utilization    about 2.6%
  Overall overflow remaining after global route    0
  Global-route wire length before repair    1386 um
  Pin count of the biggest net entering global routing    11

CTS
  CTS tree    yes
  Total CTS buffers    3
  Clock-pin slew on the worst setup and hold paths    roughly 0.04 ns
  Max clock buf depth    2
  Root buf cell    clkbuf_4
  Total number of clock tree sinks    5
  Max H-tree Level    1
  Insertion delay at the late pin of the worst-skew pair    ~0.24 ns

Drt
  Total inserted antenna cells    0
  Number of optimization iterations in the first detailed-route pass    4
  Post-detailed-routing wire length    ~860 um
  Number of nets with antenna violations after routing    0
  Initial detailed-routing violation count    18
  Number of vias after detailed routing    335
  DRC errors left    0
  DR WL/cell    8.412 um
  Via-per-instance ratio    ~3.3

Worst setup path
  Cell family contributing the most delay on the critical path    flip-flops
  Max FO, Critical Path    3
  Number of buffers and inverters on the critical path    0
  Cell with the largest stage delay on the worst path    dfstp_2
  Worst Setup Start Kind    flop
  Worst endpoint required time    1.47 ns
  Delay of the slowest cell on the worst path    roughly 0.53 ns
  Critical Path Sink Type    flop
  Worst EP arrival    ~1.6 ns
  List of cells traversed by the critical path    ha_1 -> and2b_2 -> or2_1 -> a22o_1
  Critical path start-end classification    reg -> reg

Placed design
  Tally of buffers added on design ports    7
  Pre-CTS setup slack    -0.1503 ns
  Last weighted congestion value of the routability-driven placer    0.7659
  HPWL Detailed    655.8 um

Logic synthesis
  Tally of unique sky130hd cells used after synthesis    21
  Cells after Synth    35
  Fraction of the mapped netlist area in adder cells    between 10% and 20%
  Simple share    25.09%
  Fraction of synthesized area in multiplexers    0%
  Seq/Total Area, Yosys    37.64%
  Top non-seq family    simple AND/OR/NAND/NOR gates
  Dominant cell type by area after synthesis    dfrtp_1
  Number of synthesis warnings    3
  Synth Cell Area    about 340 um^2
  Number of storage elements in the synthesis netlist    5
  Post-synthesis cell count from yosys    35
  Top cells by area    dfrtp_1, dfstp_2, ha_1
  Synth Area in XOR/XNOR    0%
  Area share of and-or/or-and cells after synthesis    between 20% and 30%
  Chip area in the Yosys report    339.1 um^2
  Yosys top cell area share    22.14%
  Mapped Avg Cell Area    between 9 and 10 um^2

Job
  Tool warning count    30
  Number of max-capacitance violations reported    0

STA
  Final setup violation count    4
  Final worst-path cycle share    106.2%
  Hold violation count in the final report    0
  Max Clock Freq    around 0.72 GHz
  Headroom to the max-slew limit    about four fifths
  Clock period minus final worst setup slack    ~1.4 ns
  Setup repair after global routing missed its margin    yes
  Post-route setup slack    -0.08115 ns
  Max Slew Vio Count    0
  Transition time at the pin with the least slew margin    0.3102 ns
  Post-Route Skew    ~0.0033 ns

Finish
  Most instantiated logic cells after routing    buf_4, dlygate4sd2_1, nor2_1, clkbuf_4, dfrtp_1
  Most common cell after layout, fill and taps aside    buf_4
  Number of fill cells    between 300 and 400
  Share of layout cells above drive strength 1    48.21%
  Area added between synthesis and finish    79.34%

Floorplanning
  Number of core rows    21
  Area of the die    ~6400 um^2
  Die boundary width    80 um
  Overall die height    around 80 um
  Core Footprint    about 3400 um^2
  Fp util    9.927%
  I/O pin total    8

Power and ir drop
  Maximum ir drop on the vdd rail    roughly 470 uV
  Total leakage power    between 0.0002 and 0.0003 uW
  Total chip power    between 1000 and 1500 uW
  Power density normalized to cell area    between 2000 and 2500 nW/um^2

Worst hold path
  Tightest Hold Check Type    in -> async
## state kept, by name (all words and copies together), names as in the netlist
| signal | flops |
|---|---|
| top.Qcc | 1 |
| top.Q | 4 |
## final cells by class
cell class	count	area [um^2]	area share (%)
tap	46	57.56	9.465
sequential	5	127.6	20.99
inverter	3	11.26	1.852
multi-input combinational	26	235.2	38.68
clock buffer	4	26.28	4.321
timing repair buffer	18	150.1	24.69
## cell usage after synthesis
cell	count
nand3b_1	2
or2_1	2
buf_2	1
o311ai_0	1
a41oi_1	1
dfstp_2	2
a31oi_1	1
nor2_1	3
and3_2	1
nand2b_1	2
a21o_2	1
nor3b_1	1
dfrtp_1	3
o41ai_1	1
inv_1	3
o21bai_1	1
a22o_1	2
nor3_1	2
and2b_2	1
ha_1	3
o22ai_1	1
## logic make-up after synthesis
group / after synthesis
compound gates: 9
buf+inv: 4
fa+ha+maj: 3
simple gates: 14
flops: 5
## path summary, 6_finish.rpt
| kind | end | startpoint | slack (ns) | cells past startpoint |
|---|---|---|---|---|
| min in group clk0 | top.Q[0] | top.Q[0] | 0.67 | 3 |
| setup / recovery | top.Q[1] | top.Q[1] | -0.08 | 4 |
| setup reg to reg | top.Q[1] | top.Q[1] | -0.08 | 4 |
| hold / removal | top.Q[3] | clr | 0.23 | 1 |
| max in group asynchronous | top.Q[1] | clr | 0.82 | 1 |
| hold reg to reg | top.Q[0] | top.Q[0] | 0.67 | 3 |
## per-stage QoR
| step | instances | util (%) | setup TNS, ns | area [um^2] | hold WS, ns |
|---|---|---|---|---|---|
| 6_report | 102 | 17.80 | -0.2374 | 608.1 | 0.2321 |
| 5_1_grt | 102 | 17.80 | -0.5513 | 608.1 | 0.2390 |
| 4_1_cts | 102 | 17.58 | -0.2581 | 600.6 | 0.2313 |
| 3_5_place_dp | 94 | 15.05 | -0.4459 | 514.2 | 0.4925 |
| 3_3_place_gp | 94 | 15.05 | -0.4478 | 514.2 | 0.4906 |
| 2_1_floorplan | 35 | - | -0.1035 | 339.1 | -0.03559 |
## power by group
group / internal [uW] / leakage (uW) / switching [uW]
clock network: 116 / 0.0000150 / 62.3
logic: 551 / 0.000187 / 395
registers: 259 / 0.0000572 / 40.8
## per-layer routing
| layer | GRT usage [%] | wire length, um |
|---|---|---|
| met1 | 3.338 | 393 |
| met2 | 4.334 | 429 |
| met3 | 0.9091 | 35 |
| met4 | 0.3521 | 0 |
| met5 | 0 | 0 |
## repair_timing
action	CTS	global route
gates resized	13	2
hold buffers	0	0
buffers inserted	4	0
hold endpoints to repair	0	0
pin swaps	5	1
endpoints found under the setup margin	10	5
Power figures rest on the tool's default switching activity, not on a simulated workload.
