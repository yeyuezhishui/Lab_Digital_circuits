**flow/run.sh**
```bash
#!/bin/bash
# OpenROAD 26Q1-2900-gdf79404cd8, Yosys 0.63+post, stock flow scripts
make -C /OpenROAD-flow-scripts/flow DESIGN_CONFIG=/design/flow/config.mk WORK_HOME=/design/flow/orfs finish
```
**flow/design.v**
```verilog
`timescale 1ns / 1ps
module mealy_fsm(a,clock1,y,p_state);
    input a,clock1;
    output reg [2:0]p_state;
    output reg y;
    initial
    begin
        p_state <= 0;
        y <= 0;
    end
    parameter ST0=0,ST1=1,ST2=2,ST3=3,ST4=4;
    reg [2:0] n_state;
    always @ (negedge clock1)
        p_state <= n_state;
    always @ (p_state or a) begin:comb_part
    case (p_state)
        ST0:
            begin
            y <= 0;
            n_state <= a?ST1:ST0;
            end
        ST1:
            begin
            y <= 0;
            n_state <= a?ST1:ST2;
            end
        ST2:
            begin
            y <= 0;
            n_state <= a?ST3:ST0;
            end
        ST3:
            begin
            y <= 0;
            n_state <= a?ST4:ST2;
            end
        ST4:
            begin
            y <= a?0:1;
            n_state <= a?ST0:ST1;
            end
        default:
            n_state <= n_state;
     endcase
   end 
endmodule
```
**flow/config.mk**
```make
export PLATFORM = sky130hd
export DESIGN_NAME = mealy_fsm
export DESIGN_NICKNAME = mealy_fsm
export VERILOG_FILES = /design/flow/design.v
export SDC_FILE = /design/flow/constraint.sdc
export NUM_CORES = 4
export LEC_CHECK = 1
export CORE_AREA = 10 10 70 70
export DIE_AREA = 0 0 80 80
```
**flow/constraint.sdc**
```tcl
current_design mealy_fsm

set clk_period 1.0
set clk_io_pct 0.2

create_clock -name clk0 -period $clk_period [get_ports {clock1}]

set non_clock_inputs [all_inputs -no_clocks]
set_input_delay [expr $clk_period * $clk_io_pct] -clock clk0 $non_clock_inputs
set_output_delay [expr $clk_period * $clk_io_pct] -clock clk0 [all_outputs]
```
==> out/results.txt <==
Run status = finished with violations
Violated checks = negative setup slack
Critical path class = flop to output pin
Post-Synthesis Mean Instance Area = 9.295 um^2
Register bit count reported by yosys = 7
Maximum vdd ir drop = 0.1584 mV
Final count of pins violating max slew = 0
Clk buf depth = 2
Cell-internal power = 0.2841 mW
Chip width = 80 um
Crit path largest cell delay = 0.30 ns
Non-filler instance count after layout = 83
Area of the mapped netlist = 195.2 um^2
Part of the power in combinational logic = 3.2%
Count of mapped cells out of synthesis = 21
Combinational gate area = 67.56 um^2
Detailed-route via count = 192
Floorplan die height = 80 um
Data arrival time of the critical path = 1.20 ns
Count of max-cap constraint violations = 0
Htree depth = 1
Share of final-layout standard cells stronger than drive strength 1 = 40.54%
Required @ worst endpoint = 0.80 ns
Normalized max-slew margin = 85.04%
Root buf cell = clkbuf_4
Stage-log warning count = 31
Crit path launch type = flop
Worst-Margin Slew = 0.2240 ns
Area taken by flip-flops and latches = 123.9 um^2
Combined buffer and inverter count along the critical path = 1
Worst hold stages = 1
Switching power of the nets = 0.09425 mW
Final setup fails = 3
Number of antenna repair diodes = 0
Final weighted congestion in routability-driven placement = 0.6947
Number of buffers inserted for hold repair after clock tree synthesis = 0
Number of nets still failing antenna checks after routing = 0
Cell family contributing the most delay on the critical path = flip-flops
Endpoints left unconstrained = 8
Via count of the first global-routing pass = 207
Clock buffer count from CTS = 3
Worst-path clk slew = 0.03 ns
Total congestion overflow = 0
DRT Wirelength = 519 um
Initial core utilization = 5.714%
Yosys warning total = 1
IO Count = 6
Chain of cells forming the critical path = buf_2
Pwr dens = 1043 nW/um^2
Total core area = 3416 um^2
Area added between synthesis and finish = 85.90%
DPL Wire Length = 373.3 um
Yosys-reported design area after synthesis = 195.2 um^2
Crit-path max FO = 2
Crit. path cell count = 1
Iter 0 DRT Violations = 22
Fillers = 398
Number of antenna violations at the first check in global routing = 0
Cell count listed in synth_stat.txt = 21
Sequential cell fraction of total power = 32.2%
Total count of hold-check failures in the final report = 0
Number of cell rows = 21
Setup repair after global routing missed its margin = yes
Final worst setup slack = -0.3968 ns
First-pass GRT wire length = 807 um
Switching part of the total = 24.91%
Overall power consumption = 0.3783 mW
Total negative setup slack = -1.178 ns
Remaining design rule violation count = 0
Kind of end point of the critical path = output pin
Area of the die = 6400 um^2
Clock tree from TritonCTS = built
Number of register pins that no clock reaches = 4
Reported leakage power = 0.1681 nW
Relative contribution of the clock network to total power = 64.5%
Drt wl/cell = 6.253 um
Unique masters post-synth = 11
# port buffers = 5
Cell with the largest stage delay on the worst path = dfxtp_2
Via density per instance = 2.313
Class of the most critical hold timing path = flop to output pin
Pin count of the biggest net entering global routing = 7
Iteration tally of the first detailed-router pass = 2
Most common logic cells in the final layout = inv_1, buf_4, nor2_1, dlxtn_1
Aggregate global-route resource usage = 1.577%
Cell count after placement = 75
Yosys cell counts:
library cell	number	share of area, %
inv_1	2	3.8
a21oi_1	1	2.6
nand2b_1	1	3.2
nor2b_1	1	3.2
a21boi_1	1	3.8
nand2_1	2	3.8
mux2_2	1	5.8
dfxtp_1	3	31
nor2_1	4	7.7
a311oi_1	1	4.5
dlxtn_1	4	31
what timing repair did:
action | CTS | global route
setup buffers | 2 | 0
gates resized | 9 | 0
endpoints found under the setup margin | 3 | 3
power groups by stage:
stage | logic (mW) | registers (mW) | clock network (mW)
4_1_cts | 0.0121 | 0.122 | 0.260
5_1_grt | 0.0132 | 0.122 | 0.278
6_report | 0.0123 | 0.122 | 0.244
path summary, 6_finish.rpt:
path	start	end	slack [ns]
worst min-delay path	p_state[1]$_DFF_N_	p_state[1]	1.38
worst max-delay path	p_state[2]$_DFF_N_	p_state[2]	-0.40
layer usage:
metal	up-vias	share of wire [%]	global-route usage [%]
met5	-	0	0
met4	0	3.7	0.8803
met3	3	19	1.705
met2	9	31	1.846
met1	81	45	1.668
li1	99	-	-
flip-flops by register name (all words and copies together) (netlist names):
name and cells:
n_state 3, p_state 3, y 1
layout make-up:
type                    count  area share (%)
flip-flops and latches      7           34.14
multi-input cells          12           18.62
repair buffers             10           20.00
clock buffers               3           6.207
inverters                   1           1.034
well taps                  46           15.86
clock inverters             4           4.138
cells by family after synthesis:
group                  synth area share (%)
multiplexers                          5.769
buffers and inverters                 3.848
AND/OR/NAND/NOR                       17.95
latches                               30.77
flip-flops                            30.77
AND-OR/OR-AND                         10.90
stage by stage:
step / worst slack [ns] / cell area, um^2 / util (%) / hold slack, ns
after CTS: -0.4100 / 362.8 / 10.62 / 1.392
after global routing: -0.4333 / 362.8 / 10.62 / 1.415
after global placement: -0.4618 / 329.1 / 9.634 / 1.396
after detailed placement: -0.4750 / 329.1 / 9.634 / 1.398
after floorplan: -0.02569 / 198.9 / - / 0.9954
final: -0.3968 / 362.8 / 10.62 / 1.379
Power is estimated from default activity; no workload was simulated.
